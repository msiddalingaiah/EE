<file path="flow/design.v">
module Paddle
  #(parameter c_PLAYER_PADDLE_X=0,
    parameter c_PADDLE_HEIGHT=6,
    parameter c_GAME_HEIGHT=30)
  (input            i_Clk,
   input [5:0]      i_Col_Count_Div,
   input [5:0]      i_Row_Count_Div,
   input            i_Paddle_Up,
   input            i_Paddle_Dn,
   output reg       o_Draw_Paddle,
   output reg [5:0] o_Paddle_Y);
  parameter c_PADDLE_SPEED = 1250000;
  reg [31:0] r_Paddle_Count = 0;
  wire w_Paddle_Count_En;
  assign w_Paddle_Count_En = i_Paddle_Up ^ i_Paddle_Dn;
  always @(posedge i_Clk)
  begin
    if (w_Paddle_Count_En == 1'b1)
    begin
      if (r_Paddle_Count == c_PADDLE_SPEED)
        r_Paddle_Count <= 0;
      else
        r_Paddle_Count <= r_Paddle_Count + 1;
    end
    if (i_Paddle_Up == 1'b1 && r_Paddle_Count == c_PADDLE_SPEED &&
        o_Paddle_Y !== 0)
      o_Paddle_Y <= o_Paddle_Y - 1;
    else if (i_Paddle_Dn == 1'b1 && r_Paddle_Count == c_PADDLE_SPEED &&
             o_Paddle_Y !== c_GAME_HEIGHT-c_PADDLE_HEIGHT-1)
      o_Paddle_Y <= o_Paddle_Y + 1;
  end
  always @(posedge i_Clk)
  begin
    if (i_Col_Count_Div == c_PLAYER_PADDLE_X &&
        i_Row_Count_Div >= o_Paddle_Y &&
        i_Row_Count_Div <= o_Paddle_Y + c_PADDLE_HEIGHT)
      o_Draw_Paddle <= 1'b1;
    else
      o_Draw_Paddle <= 1'b0;
  end
endmodule  
module Ball
  #(parameter c_GAME_WIDTH=40, 
    parameter c_GAME_HEIGHT=30) 
  (input            i_Clk,
   input            i_Game_Active,
   input [5:0]      i_Col_Count_Div,
   input [5:0]      i_Row_Count_Div,
   output reg       o_Draw_Ball,
   output reg [5:0] o_Ball_X = 0,
   output reg [5:0] o_Ball_Y = 0);
  parameter c_BALL_SPEED = 1250000;
  reg [5:0]  r_Ball_X_Prev = 0;
  reg [5:0]  r_Ball_Y_Prev = 0;    
  reg [31:0] r_Ball_Count = 0;
  always @(posedge i_Clk)
  begin
    if (i_Game_Active == 1'b0)
    begin
      o_Ball_X      <= c_GAME_WIDTH/2;
      o_Ball_Y      <= c_GAME_HEIGHT/2;
      r_Ball_X_Prev <= c_GAME_WIDTH/2 + 1;
      r_Ball_Y_Prev <= c_GAME_HEIGHT/2 - 1;
    end
    else
    begin
      if (r_Ball_Count < c_BALL_SPEED)
        r_Ball_Count <= r_Ball_Count + 1;
      else
      begin
        r_Ball_Count <= 0;
        r_Ball_X_Prev <= o_Ball_X;
        r_Ball_Y_Prev <= o_Ball_Y;
        if ((r_Ball_X_Prev < o_Ball_X && o_Ball_X == c_GAME_WIDTH-1) ||
            (r_Ball_X_Prev > o_Ball_X && o_Ball_X != 0))
          o_Ball_X <= o_Ball_X - 1;
        else
          o_Ball_X <= o_Ball_X + 1;
        if ((r_Ball_Y_Prev < o_Ball_Y && o_Ball_Y == c_GAME_HEIGHT-1) ||
            (r_Ball_Y_Prev > o_Ball_Y && o_Ball_Y != 0))
          o_Ball_Y <= o_Ball_Y - 1;
        else
          o_Ball_Y <= o_Ball_Y + 1;
      end
    end
  end  
  always @(posedge i_Clk)
  begin
    if (i_Col_Count_Div == o_Ball_X && i_Row_Count_Div == o_Ball_Y)
      o_Draw_Ball <= 1'b1;
    else
      o_Draw_Ball <= 1'b0;
  end
endmodule  
module Sync_To_Count 
 #(parameter TOTAL_COLS = 800,
   parameter TOTAL_ROWS = 525)
  (input            i_Clk,
   input            i_HSync,
   input            i_VSync, 
   output reg       o_HSync = 0,
   output reg       o_VSync = 0,
   output reg [9:0] o_Col_Count = 0,
   output reg [9:0] o_Row_Count = 0);
  always @(posedge i_Clk) begin
    o_VSync <= i_VSync;
    o_HSync <= i_HSync;
    if ((~o_VSync & i_VSync) == 1'b1) begin
      o_Col_Count <= 0;
      o_Row_Count <= 0;
    end else begin
      if (o_Col_Count == TOTAL_COLS-1) begin
        if (o_Row_Count == TOTAL_ROWS-1) begin
          o_Row_Count <= 0;
        end else begin
          o_Row_Count <= o_Row_Count + 1;
        end
        o_Col_Count <= 0;
      end else begin
        o_Col_Count <= o_Col_Count + 1;
      end
    end
  end
endmodule
module Pong
  #(parameter c_TOTAL_COLS=800,
    parameter c_TOTAL_ROWS=525,
    parameter c_ACTIVE_COLS=640,
    parameter c_ACTIVE_ROWS=480)
  (input            i_Clk,
   input            i_HSync,
   input            i_VSync,
   input            i_Game_Start,
   input            i_Paddle_Up_P1,
   input            i_Paddle_Dn_P1,
   input            i_Paddle_Up_P2,
   input            i_Paddle_Dn_P2,
   output reg       o_HSync,
   output reg       o_VSync,
   output [3:0] o_Red_Video,
   output [3:0] o_Grn_Video,
   output [3:0] o_Blu_Video);
  parameter c_GAME_WIDTH  = 40;
  parameter c_GAME_HEIGHT = 30;
  parameter c_SCORE_LIMIT = 9;
  parameter c_PADDLE_HEIGHT = 6;
  parameter c_PADDLE_COL_P1 = 0;   
  parameter c_PADDLE_COL_P2 = c_GAME_WIDTH-1;  
  parameter IDLE    = 3'b000;
  parameter RUNNING = 3'b001;
  parameter P1_WINS = 3'b010;
  parameter P2_WINS = 3'b011;
  parameter CLEANUP = 3'b100;
  reg [2:0] r_SM_Main = IDLE;
  wire       w_HSync, w_VSync;
  wire [9:0] w_Col_Count, w_Row_Count;
  wire       w_Draw_Paddle_P1, w_Draw_Paddle_P2;
  wire [5:0] w_Paddle_Y_P1, w_Paddle_Y_P2;
  wire       w_Draw_Ball, w_Draw_Any;
  wire [5:0] w_Ball_X, w_Ball_Y;
  reg [3:0] r_P1_Score = 0;
  reg [3:0] r_P2_Score = 0;
  wire [5:0] w_Col_Count_Div, w_Row_Count_Div;
  Sync_To_Count #(.TOTAL_COLS(c_TOTAL_COLS),
                  .TOTAL_ROWS(c_TOTAL_ROWS)) Sync_To_Count_Inst
    (.i_Clk(i_Clk),
     .i_HSync(i_HSync),
     .i_VSync(i_VSync),
     .o_HSync(w_HSync),
     .o_VSync(w_VSync),
     .o_Col_Count(w_Col_Count),
     .o_Row_Count(w_Row_Count));
  assign w_Col_Count_Div = w_Col_Count[9:4];
  assign w_Row_Count_Div = w_Row_Count[9:4];
  Paddle #(.c_PLAYER_PADDLE_X(c_PADDLE_COL_P1),
                     .c_GAME_HEIGHT(c_GAME_HEIGHT)) P1_Inst
    (.i_Clk(i_Clk),
     .i_Col_Count_Div(w_Col_Count_Div),
     .i_Row_Count_Div(w_Row_Count_Div),
     .i_Paddle_Up(i_Paddle_Up_P1),
     .i_Paddle_Dn(i_Paddle_Dn_P1),
     .o_Draw_Paddle(w_Draw_Paddle_P1),
     .o_Paddle_Y(w_Paddle_Y_P1));
  Paddle #(.c_PLAYER_PADDLE_X(c_PADDLE_COL_P2),
                     .c_GAME_HEIGHT(c_GAME_HEIGHT)) P2_Inst
    (.i_Clk(i_Clk),
     .i_Col_Count_Div(w_Col_Count_Div),
     .i_Row_Count_Div(w_Row_Count_Div),
     .i_Paddle_Up(i_Paddle_Up_P2),
     .i_Paddle_Dn(i_Paddle_Dn_P2),
     .o_Draw_Paddle(w_Draw_Paddle_P2),
     .o_Paddle_Y(w_Paddle_Y_P2));
  Ball ball
    (.i_Clk(i_Clk),
     .i_Game_Active(w_Game_Active),
     .i_Col_Count_Div(w_Col_Count_Div),
     .i_Row_Count_Div(w_Row_Count_Div),
     .o_Draw_Ball(w_Draw_Ball),
     .o_Ball_X(w_Ball_X),
     .o_Ball_Y(w_Ball_Y));
  always @(posedge i_Clk) begin
    o_HSync <= w_HSync;
    o_VSync <= w_VSync;
    case (r_SM_Main)
      IDLE : begin
        if (i_Game_Start == 1'b1)
          r_SM_Main <= RUNNING;
      end
      RUNNING : begin
        if (w_Ball_X == 0 && 
            (w_Ball_Y < w_Paddle_Y_P1 || 
            w_Ball_Y > w_Paddle_Y_P1 + c_PADDLE_HEIGHT))
          r_SM_Main <= P2_WINS;
        else if (w_Ball_X == c_GAME_WIDTH-1 && 
                (w_Ball_Y < w_Paddle_Y_P2 ||
                  w_Ball_Y > w_Paddle_Y_P2  + c_PADDLE_HEIGHT))
          r_SM_Main <= P1_WINS;
      end
      P1_WINS : begin
        if (r_P1_Score == c_SCORE_LIMIT-1)
          r_P1_Score <= 0;
        else
        begin
          r_P1_Score <= r_P1_Score + 1;
          r_SM_Main <= CLEANUP;
        end
      end
      P2_WINS : begin
        if (r_P2_Score == c_SCORE_LIMIT-1)
          r_P2_Score <= 0;
        else 
        begin
          r_P2_Score <= r_P2_Score + 1;
          r_SM_Main <= CLEANUP;
        end
      end
      CLEANUP : r_SM_Main <= IDLE;
    endcase
  end
  assign w_Game_Active = (r_SM_Main == RUNNING) ? 1'b1 : 1'b0;
  assign w_Draw_Any = w_Draw_Ball | w_Draw_Paddle_P1 | w_Draw_Paddle_P2;
  assign o_Red_Video = w_Draw_Any ? 4'b1111 : 4'b0000;
  assign o_Grn_Video = w_Draw_Any ? 4'b1111 : 4'b0000;
  assign o_Blu_Video = w_Draw_Any ? 4'b1001 : 4'b0000;
endmodule  
module VGA_Sync_Porch #(parameter VIDEO_WIDTH = 3,   
                        parameter TOTAL_COLS  = 3,   
                        parameter TOTAL_ROWS  = 3,   
                        parameter ACTIVE_COLS = 2,
                        parameter ACTIVE_ROWS = 2)
  (input i_Clk,
   input i_HSync,
   input i_VSync,
   input [VIDEO_WIDTH-1:0] i_Red_Video,
   input [VIDEO_WIDTH-1:0] i_Grn_Video,
   input [VIDEO_WIDTH-1:0] i_Blu_Video,
   output reg o_HSync,
   output reg o_VSync,
   output reg [VIDEO_WIDTH-1:0] o_Red_Video,
   output reg [VIDEO_WIDTH-1:0] o_Grn_Video,
   output reg [VIDEO_WIDTH-1:0] o_Blu_Video
   );
  parameter c_FRONT_PORCH_HORZ = 18;
  parameter c_BACK_PORCH_HORZ  = 50;
  parameter c_FRONT_PORCH_VERT = 10;
  parameter c_BACK_PORCH_VERT  = 33;
  wire w_HSync;
  wire w_VSync;
  wire [9:0] w_Col_Count;
  wire [9:0] w_Row_Count;
  reg [VIDEO_WIDTH-1:0] r_Red_Video = 0;
  reg [VIDEO_WIDTH-1:0] r_Grn_Video = 0;
  reg [VIDEO_WIDTH-1:0] r_Blu_Video = 0;
  Sync_To_Count #(.TOTAL_COLS(TOTAL_COLS),
                  .TOTAL_ROWS(TOTAL_ROWS)) UUT 
  (.i_Clk      (i_Clk),
   .i_HSync    (i_HSync),
   .i_VSync    (i_VSync),
   .o_HSync    (w_HSync),
   .o_VSync    (w_VSync),
   .o_Col_Count(w_Col_Count),
   .o_Row_Count(w_Row_Count)
  );
  always @(posedge i_Clk)
  begin
    if ((w_Col_Count < c_FRONT_PORCH_HORZ + ACTIVE_COLS) || 
        (w_Col_Count > TOTAL_COLS - c_BACK_PORCH_HORZ - 1))
      o_HSync <= 1'b1;
    else
      o_HSync <= w_HSync;
    if ((w_Row_Count < c_FRONT_PORCH_VERT + ACTIVE_ROWS) ||
        (w_Row_Count > TOTAL_ROWS - c_BACK_PORCH_VERT - 1))
      o_VSync <= 1'b1;
    else
      o_VSync <= w_VSync;
  end
  always @(posedge i_Clk)
  begin
    r_Red_Video <= i_Red_Video;
    r_Grn_Video <= i_Grn_Video;
    r_Blu_Video <= i_Blu_Video;
    o_Red_Video <= r_Red_Video;
    o_Grn_Video <= r_Grn_Video;
    o_Blu_Video <= r_Blu_Video;
  end
endmodule
</file>
<file path="flow/run.sh">
#!/bin/bash
# OpenROAD 26Q1-2900-gdf79404cd8, Yosys 0.63+post, stock flow scripts
make -C /OpenROAD-flow-scripts/flow DESIGN_CONFIG=/design/flow/config.mk WORK_HOME=/design/flow/orfs finish
</file>
<file path="flow/config.mk">
export PLATFORM = sky130hd
export DESIGN_NAME = VGA_Sync_Porch
export DESIGN_NICKNAME = VGA_Sync_Porch
export VERILOG_FILES = /design/flow/design.v
export SDC_FILE = /design/flow/constraint.sdc
export NUM_CORES = 4
export LEC_CHECK = 1
export CORE_AREA = 10 10 106 106
export DIE_AREA = 0 0 116 116
</file>
<file path="flow/constraint.sdc">
current_design VGA_Sync_Porch

set clk_period 2.6
set clk_io_pct 0.2

create_clock -name clk0 -period $clk_period [get_ports {i_Clk}]

set non_clock_inputs [all_inputs -no_clocks]
set_input_delay [expr $clk_period * $clk_io_pct] -clock clk0 $non_clock_inputs
set_output_delay [expr $clk_period * $clk_io_pct] -clock clk0 [all_outputs]
</file>
==> impl_metrics.csv <==
group,metric,value,unit
run_status,status,"finished, final reports clean",
layout,lay_top_count,"dfxtp_1",
setup_path,critPathTopFamily,"simple AND/OR/NAND/NOR gates",
layout,final_layout_top_logic_cells,"dfxtp_1 (42), clkdlybuf4s50_1 (22), nor2_1 (18), nand3_1 (8)",
setup_path,cp.buffers_inverters,1,
setup_path,cpPeakStageDelay,0.48,ns
clocking,numClockSinks,42,
setup_path,required,2.77,ns
clocking,h-tree-depth,2,
synthesis,ys_sh_simple,21.6,%
placed_design,finalWeightedCongestion,0.778,
floorplan,die_x,116,um
synthesis,synth_stat.cells,138,
sta,setup_viol,0,
global_routing,gr-usage-all-layers,4.03,%
setup_path,crit_chain,"inv_1 > ha_1 > nor4b_4 > nand3_1 > o21ai_1 > nor2_1",
job,max_cap_violations,0,
detailed_routing,diodes,0,
floorplan,core_area,8850,sq um
setup_path,critPathKind,"flip-flop to flip-flop",
layout,final_util,21.3,%
sta,tns,0,ns
layout,fin_cells,273,
floorplan,rows,34,
power_and_ir_drop,leakage,0.655,nW
synthesis,syn_inst,138,
power_and_ir_drop,power_density,777,nW/um^2
detailed_routing,wire_per_inst,9.89,um
synthesis,top_logic_kind,"simple AND/OR/NAND/NOR gates",
sta,whs,0.329,ns
sta,fmax,0.561,GHz
setup_path,cp.arrival,1.95,ns
detailed_routing,first_iter_violations,34,
floorplan,ios,23,
clocking,cts-root-buf,"clkbuf_8",
global_routing,grt_pass1_wl,4440,um
setup_path,cp_max_fo,7,
synthesis,compound_area_share,7.27,%
global_routing,grt_max_degree,15,
synthesis,ys_sh_xor,6.13,%
synthesis,mux_area_share,0.701,%
setup_path,startpoint_type,"flip-flop",
layout,final_area,1880,sq um
setup_path,cp_num_cells,6,
sta,post-route-period-util,68.5,%
sta,min_period,1.78,ns
floorplan,die_h,116,um
sta,final.setup_skew,0.00263,ns
placed_design,dp_hpwl,2010,um
layout,drive_gt1_share,7.88,%
floorplan,fp-utilization,16.1,%
clocking,cts_inserted_buffers,5,
global_routing,grt_pass1_vias,919,
power_and_ir_drop,irDropWorstVdd,0.224,mV
sta,drv_slew,0,
synthesis,netlist_area,1430,sq um
placed_design,place_inst,265,
detailed_routing,drc,0,
hold_path,hold_depth,0,
layout,area_growth,32.0,%
clocking,postCtsSetupBuffers,0,
detailed_routing,vias_per_cell,3.62,
global_routing,antenna_found_initial,0,
sta,rsz0062_at_grt,"false",
detailed_routing,dr.pass1.iters,5,
sta,worst_pin_slew,0.517,ns
detailed_routing,wl,2700,um
synthesis,synth_flops,42,
clocking,ctsLongestPathBuffers,2,
placed_design,io_buffer_count,22,
hold_path,min_path_type,"flip-flop to flip-flop",
detailed_routing,via_count,989,
sta,hold_viol,0,
clocking,insertion_delay,0.29,ns
clocking,hold_buffers,0,
clocking,cts_tree,"yes",
placed_design,placedInstanceArea,1770,sq um
setup_path,slowest_stage,"o21ai_1",
global_routing,grt-ovfl-total,0,
synthesis,syn_area_per_cell,10.3,sq um
floorplan,dieArea,13500,sq um
synthesis,postSynthSeqShare,58.9,%
setup_path,r2r_cells,6,
synthesis,ys_chip_area,1430,sq um
clocking,ctsResizeCount,0,
detailed_routing,ant_nets,0,
job,log.warning_count,27,
synthesis,yosysUniqueCellTypes,30,
synthesis,ys_sh_adder,3.51,%
setup_path,worstSetupEndpointType,"flip-flop",
synthesis,synth_warnings,2,
sta,relSlewSlack,65.3,%
clocking,clk_pin_slew,0.09,ns
==> state kept, by name, summed over array words and instances, names as in the netlist <==
signal           cells
o_Red_Video          3
o_Blu_Video          3
UUT.o_HSync          1
r_Grn_Video          3
o_Grn_Video          3
UUT.o_Col_Count     10
o_HSync              1
r_Red_Video          3
UUT.o_VSync          1
r_Blu_Video          3
o_VSync              1
UUT.o_Row_Count     10
==> final timing paths <==
path | from | to | slack, ns
setup / recovery | UUT.o_Col_Count[0] | UUT.o_Row_Count[2] | 0.82
hold reg to reg | r_Red_Video[2] | o_Red_Video[2] | 0.33
hold / removal | r_Red_Video[2] | o_Red_Video[2] | 0.33
setup reg to reg | UUT.o_Col_Count[0] | UUT.o_Row_Count[2] | 0.82
==> through the flow <==
| step | power, W | setup slack (ns) |
|---|---|---|
| floorplan | 0.000902 | 1.07 |
| global placement | 0.000965 | 0.863 |
| detailed placement | 0.000968 | 0.808 |
| CTS | 0.00150 | 0.805 |
| global route | 0.00155 | 0.578 |
| finish | 0.00146 | 0.819 |
==> Yosys cell counts, drive strengths merged <==
library cell | n | area share, %
and3 | 1 | 0.44
buf | 1 | 0.35
mux2i | 1 | 0.70
o31ai | 1 | 0.53
and2 | 1 | 0.44
nor4 | 2 | 0.88
nand2 | 6 | 1.6
a21oi | 5 | 1.8
nand3 | 8 | 2.8
nor3 | 3 | 1.4
o21ai | 7 | 2.5
xor2 | 4 | 2.5
nor2b | 1 | 0.44
ha | 4 | 3.5
inv | 4 | 1.1
nor2 | 18 | 4.7
a31oi | 2 | 0.88
a31o | 2 | 1.2
or3 | 5 | 2.2
o22ai | 1 | 0.44
nand4 | 7 | 3.5
and4 | 1 | 0.61
nand2b | 2 | 0.88
xnor2 | 6 | 3.7
dfxtp | 42 | 59
nor4b | 1 | 1.7
clkbuf | 2 | 0.53
==> routing by layer <==
metal  GRT usage [%]  routed length [um]  up-vias
met5               0                   0        -
met4           0.584                  43        0
met3            1.47                 135        5
met2            6.41                1230       14
met1            5.28                1290      442
li1                -                   -      528
==> layout make-up <==
cell class              count  area, sq um
fillers                   959         6960
flip-flops and latches     42          841
multi-input cells          89          559
repair buffers             22          220
well taps                 108          135
clock buffers               5         68.8
clock inverters             3         45.0
inverters                   4         15.0
==> cell families (layout without fill, tap and decap cells) <==
group,count (synthesis),after routing
compound gates,18,18
xor+xnor,10,10
mux,1,1
simple gates,56,56
buf+inv,7,34
flops,42,42
fa+ha+maj,4,4
==> report_power, final <==
part | switching (W) | internal, W | total, W | leakage (nW)
sequential | 0.0000582 | 0.000700 | 0.000759 | 0.347
clock | 0.000228 | 0.000286 | 0.000513 | 0.0504
combinational | 0.0000968 | 0.0000956 | 0.000192 | 0.258
total | 0.000383 | 0.00108 | 0.00146 | 0.655
Power figures rest on the tool's default switching activity, not on a simulated workload.
