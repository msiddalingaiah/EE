==> flow/run.sh <==
#!/bin/bash
# OpenROAD 26Q1-2900-gdf79404cd8, Yosys 0.63+post, stock flow scripts
make -C /OpenROAD-flow-scripts/flow DESIGN_CONFIG=/design/flow/config.mk WORK_HOME=/design/flow/orfs finish
==> flow/constraint.sdc <==
current_design Am2911

set clk_period 3.6
set clk_io_pct 0.2

create_clock -name clk0 -period $clk_period [get_ports {clock}]

set non_clock_inputs [all_inputs -no_clocks]
set_input_delay [expr $clk_period * $clk_io_pct] -clock clk0 $non_clock_inputs
set_output_delay [expr $clk_period * $clk_io_pct] -clock clk0 [all_outputs]
==> flow/design.v <==
module Am2911(input wire clock, input wire [3:0] din,
    input wire s0, input wire s1, input wire zero, input wire cin, input wire re, input wire fe,
    input wire pup, output reg [3:0] yout, output reg cout);
    integer i;
    initial begin
        pc = 0;
        ar = 0;
        sp = 3;
        yout = 0;
        cout = 0;
        mux = 0;
        stackWr = 0;
        for (i=0;i<4;i=i+1) stack[i] = 0;
    end
    reg [3:0] pc;
    reg [3:0] ar;
    reg [1:0] sp, stackAddr;
    reg [3:0] mux;
    reg stackWr;
    reg [3:0] stack[0:3];
    always @(*) begin        
        stackWr = 0;
        stackAddr = sp;
        if (fe == 0) begin
            if (pup == 1) begin
                stackWr = 1;
                stackAddr = sp + 1;
            end
        end
        case ({s1, s0})
            2'b00: mux = pc;
            2'b01: mux = ar;
            2'b10: mux = stack[stackAddr];
            2'b11: mux = din;
            default: mux = 0;
        endcase
        if (zero == 0) begin
            yout = 0;
        end else begin
            yout = mux;
        end
        cout = 0;
        if (yout == 4'hf && cin == 1) begin
            cout = 1;
        end
    end
    always @(posedge clock) begin
        if (stackWr == 1) begin
            stack[stackAddr] <= pc;
        end
        if (re == 0) begin
            ar <= din;
        end
        if (fe == 0) begin
            if (pup == 1) begin
                sp <= sp + 1;
            end else begin
                sp <= sp - 1;
            end
        end
        pc <= yout;
        if (cin == 1) begin
            pc <= yout + 1;
        end
    end
endmodule
==> flow/config.mk <==
export PLATFORM = sky130hd
export DESIGN_NAME = Am2911
export DESIGN_NICKNAME = Am2911
export VERILOG_FILES = /design/flow/design.v
export SDC_FILE = /design/flow/constraint.sdc
export NUM_CORES = 4
export LEC_CHECK = 1
export CORE_AREA = 10 10 93 93
export DIE_AREA = 0 0 103 103
==> Slide: Implementation Results <==
Flow Results at a Glance

Synthesis
  • Top area cell types: edfxtp_1, mux4_1, dfxtp_1
  • Library cells used by synthesis: 27
  • Synth Cell Area: 0.00119 mm^2
  • Chip Area, Yosys: 0.00119 mm^2
  • Synth Area per Inst: 15.3 um^2
  • Synthesis-stage register bit count: 26
  • Yosys top cell by area: edfxtp_1
  • Yosys warns: 1
  • Seq/Total Area, Yosys: 62.0%
  • Ys cells: 78
  • Post-Syn Instances: 78
  • Synth top area share: 55.3%

Worst setup path
  • Worst Path Arrival: 2.74 ns
  • Critical Path End Type: primary output
  • R2R Path Start: sp[0]$_DFFE_PN_
  • FF-to-FF setup slack: 1.22 ns
  • Critical path fanouts, max: 3
  • Crit path DRT: 2.88 ns
  • CP startpoint kind: primary input
  • Critical path type: primary input to primary output
  • Reg2reg end: pc[2]$_DFF_P_
  • Reg2Reg Depth: 11

Floorplanning
  • Die width: 103 um
  • Die Span Y: 103 um
  • Num rows: 30
  • DIE AREA: 0.0106 mm^2
  • Area of the core: 0.00676 mm^2
  • Init Core Util: 17.7%
  • I/O Pins: 17

Global routing
  • Total GRT Usage: 4.64%
  • Global route hottest layer: met2
  • Met3 Resource Use GR: 0.948%
  • Initial antenna violation count: 0
  • Grt met2 use: 7.12%
  • First-pass GRT wire length: 3900 um
  • Vias in the first global route: 756
  • Met1 GRT Util: 6.68%
  • Total congestion overflow: 0
  • Largest net degree at the start of global routing: 16

Route
  • Routed vias/inst: 3.72
  • DRT Pass-1 Iters: 3
  • # diodes: 0
  • Routed wire per std cell: 12.3 um
  • Antenna Nets Post-Route: 0
  • Final WL: 2360 um
  • Vias: 714
  • DR iter-0 viols: 43
  • Residual DRC: 0

Pwr
  • Max VDD drop: 0.201 mV
  • Part of the power in registers: 49.6%
  • Clock power share: 31.8%
  • Switching part of the total: 21.6%
  • NetSw: 0.161 mW
  • Cell Pwr Density: 448 mW/mm^2
  • Int Pwr: 0.584 mW
  • Pleak: 0.622 nW
  • Gate power share: 18.6%

Final timing
  • Max_slew headroom: 48.1%
  • Final Skew: 0.00368 ns
  • RSZ-0062 raised after global routing: false
  • Hold Vio Cnt, Final: 0
  • Slew @ Worst Pin: 0.773 ns
  • Cycle use final: 96.0%
  • Clock period minus worst slack: 3.46 ns
  • Final Setup Violations: 0
  • Achievable clock frequency: 289 MHz
  • Max-slew violation count: 0

Clock tree
  • Total CTS buffers: 3
  • Longest Clk Path Bufs: 2
  • Clk latency late pin: 0.27 ns
  • Clock root cell: clkbuf_8
  • Clock sinks: 26
  • H-Tree Depth: 1
  • Clk slew on worst S/H paths: 0.09 ns
  • CTS tree: done

Run
  • Tool warning count: 26
  • Max cap viols: 0

Worst hold path
  • Hold Path Sink: stack[0][2]$_DFFE_PP_
  • HP Start: pc[2]$_DFF_P_
  • Hold WC Path Type: register to register
  • Hold path cells: 0

Finish
  • Layout area overhead: 39.1%
  • Combinational gate area: 444 um^2
  • Post-Layout Cell Count: 192
  • Top Layout Cells: edfxtp_1, buf_4, clkdlybuf4s50_1, inv_1
  • Layout cells sized above 1: 35.7%
  • Fill count: 706
  • Most numerous logic cell after layout: edfxtp_1
  • Post-route cell area: 0.00166 mm^2
  • Flop area: 741 um^2

Place
  • Detail Placement HPWL: 1860 um
  • Routability cong.: 0.750
  • Post-DP Area: 0.00154 mm^2
  • Port-buffer cells: 16
  • Cells after DPL: 185

Run status
  • Status: finished, final reports clean
-- registers in the layout, summed over array words and instances, names as in the netlist --
name and flops:
pc 4, ar 4, stack 16, sp 2
-- cell families after synthesis --
family                     count (synthesis)  share of synthesized area, %
AOI/OAI and AO/OA                          9                          5.86
xor gates and xnor gates                   6                          5.03
adders and majority gates                  3                          3.14
buffers and inverters                     10                          3.14
DFF                                       26                          62.0
muxes                                     10                          14.6
and+or+nand+nor                           14                          6.28
-- cell type report --
type                            count  area share (%)
Sequential cell                    26            44.6
Multi-Input combinational cell     42            26.7
Timing Repair Buffer               31            16.3
Tap cell                           80            6.02
Clock buffer                        3            2.48
Inverter                            9            2.03
Clock inverter                      1            1.81
-- per-layer routing --
layer | vias to the layer above | part of all wire [%]
met5 | - | 0
met4 | 0 | 2.0
met3 | 2 | 2.9
met2 | 9 | 48
met1 | 340 | 47
li1 | 363 | -
-- Yosys cell counts, drive strengths merged --
library cell,instances
edfxtp,22
a21o,1
mux4,4
ha,3
nor2,2
nand3b,1
nor4,1
o21ai,4
o221a,2
mux2i,2
nand2,4
mux2,4
nand2b,1
dfxtp,4
clkbuf,1
o221ai,1
xnor2,3
nand3,1
nor3,3
or2,1
inv,9
o21bai,1
xor2,3
-- stage by stage --
stage / power [mW] / setup TNS [ns] / setup slack, ns / hold slack (ns) / utilization, %
final: 0.745 / 0 / 0.143 / 0.535 / 24.6
after floorplan: 0.435 / 0 / 0.341 / 0.456 / -
after global routing: 0.779 / 0 / 0.00689 / 0.556 / 24.6
after detailed placement: 0.500 / -2.43 / -0.649 / 0.524 / 22.8
after global placement: 0.499 / -2.39 / -0.650 / 0.518 / 22.8
after CTS: 0.753 / 0 / 0.0215 / 0.537 / 24.6
-- power by group through the flow --
| stage | sequential (mW) | combinational, mW | clock [mW] |
|---|---|---|---|
| after global routing | 0.373 | 0.151 | 0.255 |
| final | 0.370 | 0.138 | 0.237 |
| after CTS | 0.370 | 0.140 | 0.243 |
-- worst max path at each step --
stage,cells after the start,from,to
after CTS,12,pup,cout
final,12,pup,cout
after global routing,12,pup,cout
-- what timing repair did --
action,in CTS,in global routing
hold buffers,0,0
setup endpoints to repair,5,3
gates resized,18,3
pin swaps,3,1
cloned,0,0
setup buffers,3,0
-- worst max-delay path: stages --
cell and delay [ns]:
clkbuf_2 0.10, inv_2 0.04, ha_4 0.24, mux2i_4 0.21, buf_6 0.13, mux4_2 0.52, o21bai_4 0.19, inv_2 0.06
ha_1 0.18, nand2_2 0.07, nor3_1 0.04, dlygate4sd2_1 0.24
Power is estimated from default activity; no workload was simulated.
