==> design.v <==
module Paddle
  #(parameter c_PLAYER_PADDLE_X=0,
    parameter c_PADDLE_HEIGHT=6,
    parameter c_GAME_HEIGHT=30)
  (input            i_Clk,
   input [5:0]      i_Col_Count_Div,
   input [5:0]      i_Row_Count_Div,
   input            i_Paddle_Up,
   input            i_Paddle_Dn,
   output reg       o_Draw_Paddle,
   output reg [5:0] o_Paddle_Y);
  parameter c_PADDLE_SPEED = 1250000;
  reg [31:0] r_Paddle_Count = 0;
  wire w_Paddle_Count_En;
  assign w_Paddle_Count_En = i_Paddle_Up ^ i_Paddle_Dn;
  always @(posedge i_Clk)
  begin
    if (w_Paddle_Count_En == 1'b1)
    begin
      if (r_Paddle_Count == c_PADDLE_SPEED)
        r_Paddle_Count <= 0;
      else
        r_Paddle_Count <= r_Paddle_Count + 1;
    end
    if (i_Paddle_Up == 1'b1 && r_Paddle_Count == c_PADDLE_SPEED &&
        o_Paddle_Y !== 0)
      o_Paddle_Y <= o_Paddle_Y - 1;
    else if (i_Paddle_Dn == 1'b1 && r_Paddle_Count == c_PADDLE_SPEED &&
             o_Paddle_Y !== c_GAME_HEIGHT-c_PADDLE_HEIGHT-1)
      o_Paddle_Y <= o_Paddle_Y + 1;
  end
  always @(posedge i_Clk)
  begin
    if (i_Col_Count_Div == c_PLAYER_PADDLE_X &&
        i_Row_Count_Div >= o_Paddle_Y &&
        i_Row_Count_Div <= o_Paddle_Y + c_PADDLE_HEIGHT)
      o_Draw_Paddle <= 1'b1;
    else
      o_Draw_Paddle <= 1'b0;
  end
endmodule  
module Ball
  #(parameter c_GAME_WIDTH=40, 
    parameter c_GAME_HEIGHT=30) 
  (input            i_Clk,
   input            i_Game_Active,
   input [5:0]      i_Col_Count_Div,
   input [5:0]      i_Row_Count_Div,
   output reg       o_Draw_Ball,
   output reg [5:0] o_Ball_X = 0,
   output reg [5:0] o_Ball_Y = 0);
  parameter c_BALL_SPEED = 1250000;
  reg [5:0]  r_Ball_X_Prev = 0;
  reg [5:0]  r_Ball_Y_Prev = 0;    
  reg [31:0] r_Ball_Count = 0;
  always @(posedge i_Clk)
  begin
    if (i_Game_Active == 1'b0)
    begin
      o_Ball_X      <= c_GAME_WIDTH/2;
      o_Ball_Y      <= c_GAME_HEIGHT/2;
      r_Ball_X_Prev <= c_GAME_WIDTH/2 + 1;
      r_Ball_Y_Prev <= c_GAME_HEIGHT/2 - 1;
    end
    else
    begin
      if (r_Ball_Count < c_BALL_SPEED)
        r_Ball_Count <= r_Ball_Count + 1;
      else
      begin
        r_Ball_Count <= 0;
        r_Ball_X_Prev <= o_Ball_X;
        r_Ball_Y_Prev <= o_Ball_Y;
        if ((r_Ball_X_Prev < o_Ball_X && o_Ball_X == c_GAME_WIDTH-1) ||
            (r_Ball_X_Prev > o_Ball_X && o_Ball_X != 0))
          o_Ball_X <= o_Ball_X - 1;
        else
          o_Ball_X <= o_Ball_X + 1;
        if ((r_Ball_Y_Prev < o_Ball_Y && o_Ball_Y == c_GAME_HEIGHT-1) ||
            (r_Ball_Y_Prev > o_Ball_Y && o_Ball_Y != 0))
          o_Ball_Y <= o_Ball_Y - 1;
        else
          o_Ball_Y <= o_Ball_Y + 1;
      end
    end
  end  
  always @(posedge i_Clk)
  begin
    if (i_Col_Count_Div == o_Ball_X && i_Row_Count_Div == o_Ball_Y)
      o_Draw_Ball <= 1'b1;
    else
      o_Draw_Ball <= 1'b0;
  end
endmodule  
module Sync_To_Count 
 #(parameter TOTAL_COLS = 800,
   parameter TOTAL_ROWS = 525)
  (input            i_Clk,
   input            i_HSync,
   input            i_VSync, 
   output reg       o_HSync = 0,
   output reg       o_VSync = 0,
   output reg [9:0] o_Col_Count = 0,
   output reg [9:0] o_Row_Count = 0);
  always @(posedge i_Clk) begin
    o_VSync <= i_VSync;
    o_HSync <= i_HSync;
    if ((~o_VSync & i_VSync) == 1'b1) begin
      o_Col_Count <= 0;
      o_Row_Count <= 0;
    end else begin
      if (o_Col_Count == TOTAL_COLS-1) begin
        if (o_Row_Count == TOTAL_ROWS-1) begin
          o_Row_Count <= 0;
        end else begin
          o_Row_Count <= o_Row_Count + 1;
        end
        o_Col_Count <= 0;
      end else begin
        o_Col_Count <= o_Col_Count + 1;
      end
    end
  end
endmodule
module Pong
  #(parameter c_TOTAL_COLS=800,
    parameter c_TOTAL_ROWS=525,
    parameter c_ACTIVE_COLS=640,
    parameter c_ACTIVE_ROWS=480)
  (input            i_Clk,
   input            i_HSync,
   input            i_VSync,
   input            i_Game_Start,
   input            i_Paddle_Up_P1,
   input            i_Paddle_Dn_P1,
   input            i_Paddle_Up_P2,
   input            i_Paddle_Dn_P2,
   output reg       o_HSync,
   output reg       o_VSync,
   output [3:0] o_Red_Video,
   output [3:0] o_Grn_Video,
   output [3:0] o_Blu_Video);
  parameter c_GAME_WIDTH  = 40;
  parameter c_GAME_HEIGHT = 30;
  parameter c_SCORE_LIMIT = 9;
  parameter c_PADDLE_HEIGHT = 6;
  parameter c_PADDLE_COL_P1 = 0;   
  parameter c_PADDLE_COL_P2 = c_GAME_WIDTH-1;  
  parameter IDLE    = 3'b000;
  parameter RUNNING = 3'b001;
  parameter P1_WINS = 3'b010;
  parameter P2_WINS = 3'b011;
  parameter CLEANUP = 3'b100;
  reg [2:0] r_SM_Main = IDLE;
  wire       w_HSync, w_VSync;
  wire [9:0] w_Col_Count, w_Row_Count;
  wire       w_Draw_Paddle_P1, w_Draw_Paddle_P2;
  wire [5:0] w_Paddle_Y_P1, w_Paddle_Y_P2;
  wire       w_Draw_Ball, w_Draw_Any;
  wire [5:0] w_Ball_X, w_Ball_Y;
  reg [3:0] r_P1_Score = 0;
  reg [3:0] r_P2_Score = 0;
  wire [5:0] w_Col_Count_Div, w_Row_Count_Div;
  Sync_To_Count #(.TOTAL_COLS(c_TOTAL_COLS),
                  .TOTAL_ROWS(c_TOTAL_ROWS)) Sync_To_Count_Inst
    (.i_Clk(i_Clk),
     .i_HSync(i_HSync),
     .i_VSync(i_VSync),
     .o_HSync(w_HSync),
     .o_VSync(w_VSync),
     .o_Col_Count(w_Col_Count),
     .o_Row_Count(w_Row_Count));
  assign w_Col_Count_Div = w_Col_Count[9:4];
  assign w_Row_Count_Div = w_Row_Count[9:4];
  Paddle #(.c_PLAYER_PADDLE_X(c_PADDLE_COL_P1),
                     .c_GAME_HEIGHT(c_GAME_HEIGHT)) P1_Inst
    (.i_Clk(i_Clk),
     .i_Col_Count_Div(w_Col_Count_Div),
     .i_Row_Count_Div(w_Row_Count_Div),
     .i_Paddle_Up(i_Paddle_Up_P1),
     .i_Paddle_Dn(i_Paddle_Dn_P1),
     .o_Draw_Paddle(w_Draw_Paddle_P1),
     .o_Paddle_Y(w_Paddle_Y_P1));
  Paddle #(.c_PLAYER_PADDLE_X(c_PADDLE_COL_P2),
                     .c_GAME_HEIGHT(c_GAME_HEIGHT)) P2_Inst
    (.i_Clk(i_Clk),
     .i_Col_Count_Div(w_Col_Count_Div),
     .i_Row_Count_Div(w_Row_Count_Div),
     .i_Paddle_Up(i_Paddle_Up_P2),
     .i_Paddle_Dn(i_Paddle_Dn_P2),
     .o_Draw_Paddle(w_Draw_Paddle_P2),
     .o_Paddle_Y(w_Paddle_Y_P2));
  Ball ball
    (.i_Clk(i_Clk),
     .i_Game_Active(w_Game_Active),
     .i_Col_Count_Div(w_Col_Count_Div),
     .i_Row_Count_Div(w_Row_Count_Div),
     .o_Draw_Ball(w_Draw_Ball),
     .o_Ball_X(w_Ball_X),
     .o_Ball_Y(w_Ball_Y));
  always @(posedge i_Clk) begin
    o_HSync <= w_HSync;
    o_VSync <= w_VSync;
    case (r_SM_Main)
      IDLE : begin
        if (i_Game_Start == 1'b1)
          r_SM_Main <= RUNNING;
      end
      RUNNING : begin
        if (w_Ball_X == 0 && 
            (w_Ball_Y < w_Paddle_Y_P1 || 
            w_Ball_Y > w_Paddle_Y_P1 + c_PADDLE_HEIGHT))
          r_SM_Main <= P2_WINS;
        else if (w_Ball_X == c_GAME_WIDTH-1 && 
                (w_Ball_Y < w_Paddle_Y_P2 ||
                  w_Ball_Y > w_Paddle_Y_P2  + c_PADDLE_HEIGHT))
          r_SM_Main <= P1_WINS;
      end
      P1_WINS : begin
        if (r_P1_Score == c_SCORE_LIMIT-1)
          r_P1_Score <= 0;
        else
        begin
          r_P1_Score <= r_P1_Score + 1;
          r_SM_Main <= CLEANUP;
        end
      end
      P2_WINS : begin
        if (r_P2_Score == c_SCORE_LIMIT-1)
          r_P2_Score <= 0;
        else 
        begin
          r_P2_Score <= r_P2_Score + 1;
          r_SM_Main <= CLEANUP;
        end
      end
      CLEANUP : r_SM_Main <= IDLE;
    endcase
  end
  assign w_Game_Active = (r_SM_Main == RUNNING) ? 1'b1 : 1'b0;
  assign w_Draw_Any = w_Draw_Ball | w_Draw_Paddle_P1 | w_Draw_Paddle_P2;
  assign o_Red_Video = w_Draw_Any ? 4'b1111 : 4'b0000;
  assign o_Grn_Video = w_Draw_Any ? 4'b1111 : 4'b0000;
  assign o_Blu_Video = w_Draw_Any ? 4'b1001 : 4'b0000;
endmodule  
==> run.sh <==
#!/bin/bash
# OpenROAD 26Q1-2900-gdf79404cd8, Yosys 0.63+post, stock flow scripts
make -C /OpenROAD-flow-scripts/flow DESIGN_CONFIG=/design/flow/config.mk WORK_HOME=/design/flow/orfs finish
==> config.mk <==
export PLATFORM = sky130hd
export DESIGN_NAME = Pong
export DESIGN_NICKNAME = Pong
export VERILOG_FILES = /design/flow/design.v
export SDC_FILE = /design/flow/constraint.sdc
export NUM_CORES = 4
export LEC_CHECK = 1
export CORE_UTILIZATION = 40
==> constraint.sdc <==
current_design Pong

set clk_period 7.2
set clk_io_pct 0.2

create_clock -name clk0 -period $clk_period [get_ports {i_Clk}]

set non_clock_inputs [all_inputs -no_clocks]
set_input_delay [expr $clk_period * $clk_io_pct] -clock clk0 $non_clock_inputs
set_output_delay [expr $clk_period * $clk_io_pct] -clock clk0 [all_outputs]
==> impl_metrics.csv <==
group,metric,value,unit
status,status,"finished, final reports clean",
floorplanning,coreArea,0.0245,mm2
logic_synthesis,synthFlopType,"edfxtp_1",
run,warnings,34,
min_path,hold_path.class,"reg -> reg",
placed_design,placed_cell_area,0.0107,mm2
logic_synthesis,yosys-stat-cells,989,
logic_synthesis,yosys_area,0.0101,mm2
setup_path,crit_family,"AND-OR/OR-AND gates",
clock_tree,postCtsSetupRepairBufs,0,
floorplanning,io_pins,22,
placed_design,dpl.hpwl,12500,um
final_timing,tns,0,ps
global_routing,grt_pass1_wl,31900,um
floorplanning,die_w,161,um
power_and_ir_drop,leakagePower,4.35,nW
final_timing,period_needed,3590,ps
setup_path,end_kind,"flip-flop",
setup_path,slowest_stage,"dfxtp_1",
global_routing,grt_max_degree,49,
routing,drt_iter0_markers,349,
logic_synthesis,syn_avg_cell_area,10.2,um2
logic_synthesis,synthDistinctLibCells,60,
logic_synthesis,synth_warnings,6,
final_timing,drv_slew,0,
clock_tree,cts_resized,0,
layout,area_delta_synth_final,11.3,%
global_routing,grtUsageTotal,15.6,%
clock_tree,hold_buffers,0,
floorplanning,num_rows,57,
final_timing,max_slew_margin,44.4,%
final_timing,rsz0062_at_grt,"false",
placed_design,gp_congestion,0.806,
setup_path,cp_cell_sequence,"inv_1 > ha_1 > and4_1 > o21a_1 > o31ai_1 > nor2b_1 > inv_1 > ha_1 > a211oi_1 > o21bai_1 > a21oi_1 > nand2_1 > o2111ai_1 > o31ai_1",
final_timing,max_freq,279,MHz
placed_design,io_buffers,19,
clock_tree,cts_buffers,17,
final_timing,period_used_share,49.8,%
logic_synthesis,ys.flops,170,
setup_path,arrival,3890,ps
setup_path,worstSetupStartpointType,"flip-flop",
placed_design,dp_cells,1322,
routing,drtPass1Iterations,4,
logic_synthesis,syn_inst,989,
global_routing,grt_pass1_vias,6519,
logic_synthesis,async_flop_share,0,%
global_routing,antenna_found_initial,0,
setup_path,critical_path_class,"reg -> reg",
setup_path,cp.required,7500,ps
setup_path,path_max_fanout,15,
floorplanning,dieArea,0.0259,mm2
clock_tree,clock_latency,430,ps
final_timing,skew,16.4,ps
layout,num-fill-cells,2280,
global_routing,grt-ovfl-total,0,
routing,n_antenna_cell,0,
layout,stdcell_area,0.0113,mm2
final_timing,finalSetupViolCount,0,
clock_tree,root_buffer,"clkbuf_16",
final_timing,fin_hold_ws,330,ps
clock_tree,cts.clk_slew.worst_paths,70,ps
power_and_ir_drop,power_per_cell_area,295,mW/mm2
power_and_ir_drop,finalPower,3.32,mW
run,maxCapViolCount,0,
routing,viasPerCell,5.12,
logic_synthesis,netlist_area,0.0101,mm2
clock_tree,clock_path_buffers,2,
power_and_ir_drop,vdd_drop_max,0.000167,V
final_timing,report.final.hold_viol_count,0,
clock_tree,cts_tree,"done",
layout,instances_no_fill,1354,
routing,routed_wl,18200,um
routing,drt-wirelength-per-cell,13.5,um
logic_synthesis,edf_count,119,
layout,layout-drive-gt1-share,5.05,%
floorplanning,die_y,161,um
clock_tree,ctsHtreeMaxLevel,4,
logic_synthesis,synth_seq_share,45.4,%
clock_tree,clock_sinks,170,
routing,drtAntennaViolNets,0,
routing,vias,6931,
routing,drc,0,
setup_path,max_stage_delay,730,ps
setup_path,crit_buf_inv,2,
floorplanning,fp-utilization,41.2,%
final_timing,worst_pin_slew,827,ps
-- routing by layer --
layer | part of all wire (%) | vias to the layer above | track usage (%)
met4 | 0.99 | 0 | 1.76
met5 | 0 | - | 0
met1 | 54 | 3252 | 27.1
met3 | 2.4 | 11 | 2.36
li1 | - | 3606 | -
met2 | 43 | 62 | 22.3
-- layout by cell type, fill, tap and decap left out, drive strengths merged, types with 3 or more instances in the layout --
master         instances
conb                  13
o211ai                19
o31ai                  6
nor4b                 10
a21oi                 30
a211o                  7
xnor2                 71
clkbuf                18
xor2                  59
clkdlybuf4s50         19
ha                    82
nand3                 51
a21o                  13
nor2                 104
and3                  17
edfxtp               119
a31oi                  3
and4                  12
or4                    4
and2                  12
nand2                 75
nor4                  11
fa                     4
a211oi                 9
nand2b                 5
o21bai                 9
nor2b                 13
buf                    9
clkinv                 7
or2                    3
nor3                  11
o21ai                 20
inv                   62
dfxtp                 51
nand4                 36
or3                    4
-- cell families (layout without fill, tap and decap cells) --
family	after synthesis	in the layout	share of synthesized area, %
DFF	170	170	45.4
muxes	2	2	0.198
other	1	13	0.0371
adders and majority gates	86	86	10.9
buffers and inverters	88	117	3.83
AOI/OAI and AO/OA	138	138	9.40
xor gates and xnor gates	130	130	11.3
and+or+nand+nor	374	374	18.9
-- synthesized netlist by cell type, types with 2 or more instances --
cell type  instances  area share [%]
o31ai_1            6            0.45
a21boi_0           2            0.15
nor2b_1           13            0.80
nand4_1           36             2.2
buf_2              3            0.15
and3_1            17             1.1
a31oi_1            3            0.19
mux2i_1            2            0.20
nor4_1             9            0.56
a22oi_1            2            0.15
buf_4             12            0.89
dfxtp_1           51              10
and2_1            12            0.74
fa_1               4            0.79
and4_1            12             1.0
nor2_1           104             3.9
xor2_1            59             5.1
nor4b_1           10            0.87
nand2_1           75             2.8
o21bai_1           9            0.67
nand3_1           51             2.5
o21ai_0           20            0.99
or3_1              4            0.25
o21ba_2            2            0.20
o211a_1            2            0.20
a211o_1            7            0.61
or2_2              3            0.19
a21o_1            13            0.96
and3b_1            2            0.17
a211oi_1           9            0.67
xnor2_1           71             6.1
a21oi_1           30             1.5
o21a_1             2            0.15
ha_1              82              10
or4_1              3            0.22
nor3b_1            2            0.15
o2111ai_1          2            0.17
nor3_1            11            0.54
o221ai_1           2            0.17
edfxtp_1         119              35
inv_1             57             2.1
nand2b_1           5            0.31
a31o_2             2            0.17
clkbuf_1          13            0.48
o211ai_1          19             1.4
-- registers in the layout (all words and copies together), names as in the netlist, 3 cells and up --
register                        cells
P2_Inst.o_Paddle_Y                  6
Sync_To_Count_Inst.o_Row_Count     10
Sync_To_Count_Inst.o_Col_Count     10
ball.o_Ball_X                       6
ball.o_Ball_Y                       6
P1_Inst.r_Paddle_Count             32
ball.r_Ball_Y_Prev                  6
ball.r_Ball_Count                  32
ball.r_Ball_X_Prev                  6
r_P1_Score                          4
P2_Inst.r_Paddle_Count             32
r_SM_Main                           3
P1_Inst.o_Paddle_Y                  6
r_P2_Score                          4
-- report_power, final --
part / internal [mW] / leakage (nW) / switching, mW
clock network: 0.493 / 0.285 / 0.418
logic: 0.444 / 2.53 / 0.514
registers: 1.26 / 1.53 / 0.189
-- path summary, 6_finish.rpt --
kind | startpoint | end | slack (ps) | depth (start not counted)
max | ball.o_Ball_Y[4] | ball.o_Ball_Y[5] | 3610 | 14
min reg2reg | Sync_To_Count_Inst.o_HSync | o_HSync | 330 | 0
min | Sync_To_Count_Inst.o_HSync | o_HSync | 330 | 0
max reg2reg | ball.o_Ball_Y[4] | ball.o_Ball_Y[5] | 3610 | 14
-- layout make-up --
cell class              count  area (um2)  area share (%)
repair buffers             28         258            2.29
multi-input cells         743        5190            46.1
inverters                  57         214            1.90
flip-flops and latches    170        4590            40.8
well taps                 324         405            3.60
clock buffers              18         429            3.81
clock inverters            14         161            1.43
-- through the flow --
| stage | worst slack [ps] | util, % |
|---|---|---|
| 6_report | 3610 | 45.9 |
| 3_3_place_gp | 3270 | 43.5 |
| 5_1_grt | 3240 | 45.9 |
| 3_5_place_dp | 3210 | 43.5 |
| 4_1_cts | 3590 | 45.9 |
| 2_1_floorplan | 3780 | - |
Power is estimated from default activity; no workload was simulated.
