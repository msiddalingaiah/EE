$ cat flow/run.sh
#!/bin/bash
# OpenROAD 26Q1-2900-gdf79404cd8, Yosys 0.63+post, stock flow scripts
make -C /OpenROAD-flow-scripts/flow DESIGN_CONFIG=/design/flow/config.mk WORK_HOME=/design/flow/orfs finish
$ cat flow/config.mk
export PLATFORM = sky130hd
export DESIGN_NAME = blinky
export DESIGN_NICKNAME = blinky
export VERILOG_FILES = /design/flow/design.v
export SDC_FILE = /design/flow/constraint.sdc
export NUM_CORES = 4
export LEC_CHECK = 1
export CORE_AREA = 10 10 94 94
export DIE_AREA = 0 0 104 104
$ cat flow/constraint.sdc
current_design blinky

set clk_period 4.4
set clk_io_pct 0.2

create_clock -name clk0 -period $clk_period [get_ports {clock}]

set non_clock_inputs [all_inputs -no_clocks]
set_input_delay [expr $clk_period * $clk_io_pct] -clock clk0 $non_clock_inputs
set_output_delay [expr $clk_period * $clk_io_pct] -clock clk0 [all_outputs]
$ cat flow/design.v
module blinky (clock, led1, led2, led3, led4, led5, led6, led7, led8, lcol1, lcol2, lcol3, lcol4 );
    input clock;
    output led1;
    output led2;
    output led3;
    output led4;
    output led5;
    output led6;
    output led7;
    output led8;
    output lcol1;
    output lcol2;
    output lcol3;
    output lcol4;
    reg [31:0] counter = 32'b0;
    assign {led8, led7, led6, led5, led4, led3, led2, led1} = counter[26:19] ^ 8'hff; 
    assign {lcol4, lcol3, lcol2, lcol1} = 4'b1110;
    always @ (posedge clock) begin
        counter <= counter + 1;
    end
endmodule
==> flow_metrics.py <==
# Generated from Yosys and OpenROAD reports
metrics = {
    "clock_tree": {
        "clk_path_buf_depth": 2,
        "post_cts_buffers": 0,
        "insertion_delay_ns": 0.27,
        "cts_resized": 0,
        "cts_tree": "built",
        "path_clk_slew_ns": 0.09,
        "cts-root-buf": "clkbuf_8",
        "cts.sinks": 27,
        "htree_levels": 1,
        "cts_buffers": 3,
        "ctsHoldBuffers": 0,
    },
    "yosys": {
        "synth_cell_types": 18,
        "yosysCellCount": 108,
        "ys_sh_adder": 0.0111,
        "yosys_area_um2": 1130,
        "simple_gate_area_frac": 0.250,
        "synthMuxAreaShare": 0,
        "syn-instance-count": 108,
        "logic_family": "simple AND/OR/NAND/NOR gates",
        "yosysWarningCount": 1,
        "synth-seq-cells": 27,
        "avgSynthCellArea_um2": 10.5,
        "syn-cell-area_um2": 1130,
        "synthAoiAreaFrac": 0,
        "ys_seq_frac": 0.478,
        "xor_share": 0.194,
    },
    "timing": {
        "slew_violations": 0,
        "final.min_clock_period_ns": 2.06,
        "rsz0062_at_grt": "no",
        "layout_setup_ws_ns": 2.34,
        "period_used_share": 0.469,
        "timing.fmax_mhz": 485,
        "skew_ns": 0.00756,
        "setup_tns_ns": 0,
        "fin_hold_ws_ns": 0.401,
        "final-setup-viol-count": 0,
        "finalHoldViolations": 0,
    },
    "hold_path": {
        "holdPathEnd": "counter[0]$_DFF_P_",
        "min_path_cells": 1,
        "min_from": "counter[0]$_DFF_P_",
        "hold_path_class": "reg2reg",
    },
    "placement": {
        "dp_hpwl_um": 1260,
        "place_ws_ns": 2.63,
        "port-buffer-count": 8,
        "gp_congestion": 0.761,
    },
    "power_and_ir_drop": {
        "switching_share": 0.196,
        "power_density_nw_per_um2": 283,
        "ir_worst_vdd_uv": 95.2,
        "clkPwrFrac": 0.363,
        "p_leak_nw": 0.495,
        "comb_power_share": 0,
        "power.sequential.fraction": 0.637,
        "switching_power_mw": 0.0750,
        "p_int_mw": 0.308,
    },
    "global_routing": {
        "antenna_found_initial": 0,
        "grt_overflow": 0,
        "grt_pass1_wl_um": 2970,
        "grt_pass1_vias": 684,
        "grt_start_max_net_pins": 17,
        "grtUsageTotal": 0.0314,
    },
    "cells_and_area": {
        "lay_top_count": "dfxtp_1",
        "area_delta_synth_final_pct": 19.7,
        "n_fill_cell": 755,
        "final_cell_mix": "27 x dfxtp_1, 16 x xnor2_1, 11 x nand3_1",
        "largest_reg_flops": 27,
        "regMostFlops": "counter",
        "largest_registers": "counter x27",
        "drive_gt1_frac": 0.0855,
    },
    "setup_path": {
        "critPathSlowestCell": "clkdlybuf4s50_1",
        "worstPathCellList": "inv_1, clkdlybuf4s50_1",
        "rr_startpoint": "counter[0]$_DFF_P_",
        "critPathLaunchType": "register",
        "timing.rr.end": "counter[22]$_DFF_P_",
        "end_kind": "primary output",
        "cp_max_fo": 4,
        "ff2ff_setup_slack_ns": 2.80,
        "max_stage_delay_ns": 0.47,
        "r2r_cells": 5,
        "critPathKind": "reg2out",
        "crit_arrival_ns": 1.18,
        "worst_ep_required_time_ns": 3.52,
    },
    "floorplan": {
        "die_w_um": 104,
        "die.size.y_um": 104,
        "core_area_um2": 6830,
        "num_rows": 30,
        "fp_util": 0.165,
        "dieArea_um2": 10800,
        "pin_count": 13,
    },
    "flow_run": {
        "warning_count": 25,
        "drv_cap": 0,
    },
    "run_status": {
        "status": "finished, final reports clean",
    },
    "route": {
        "antenna_cells": 0,
        "drc": 0,
        "wl_um": 1620,
        "vias": 684,
        "wire_per_inst_um": 7.59,
        "viasPerCell": 3.21,
        "ant_nets": 0,
        "drt_iter0_drc": 28,
        "drt_first_pass_iters": 3,
    },
}
## power groups by stage
stage | Sequential, mW | Combinational, mW | Clock, mW
4_1_cts | 0.244 | 0.000294 | 0.147
5_1_grt | 0.244 | 0.000370 | 0.160
6_report | 0.244 | 0.000155 | 0.139
## worst max-delay path: cells and delay by family, from the launching register on
family   cells  cell delay, ns
buf+inv      2            0.57
flops        1            0.35
## cells in the mapped netlist, drive strengths merged
cell type,count,area share
dfxtp,27,0.48
xnor2,16,0.12
nand3,11,0.049
inv,9,0.030
xor2,9,0.070
nand2,6,0.020
nand4,6,0.073
and3,5,0.028
buf,4,0.027
nor2,4,0.013
nor3,4,0.022
conb,2,0.0066
nor4,2,0.038
and4,1,0.0078
clkbuf,1,0.0033
ha,1,0.011
## layer usage
layer / wire length (um) / vias up / GRT usage
met1: 864 / 307 / 0.0397
met2: 637 / 13 / 0.0491
met5: 0 / - / 0
li1: - / 364 / -
met4: 0 / 0 / 0.00199
met3: 116 / 0 / 0.0157
## through the flow
stage               std cells  utilization  total power, mW  area, um2
floorplan                 110            -            0.252       1140
global placement          209        0.191            0.250       1300
detailed placement        209        0.191            0.250       1300
CTS                       213        0.198            0.391       1350
global route              213        0.198            0.405       1350
finish                    213        0.198            0.383       1350
## cells by family (layout without fill, tap and decap cells)
group / Yosys count / count (layout)
simple gates: 39 / 39
fa+ha+maj: 1 / 1
flops: 27 / 27
other cells: 2 / 4
xor+xnor: 25 / 25
buf+inv: 14 / 21
## area by class of cell
class                   instances  area [um2]  area share
well taps                      96         120      0.0888
clock buffers                   3        41.3      0.0305
inverters                       9        33.8      0.0250
clock inverters                 1        7.51     0.00555
multi-input cells              69         529       0.391
repair buffers                  8        80.1      0.0592
flip-flops and latches         27         541       0.400
## how the worst max path moves through the flow
stage / start / endpoint / slack, ns / cells past startpoint
CTS: counter[20]$_DFF_P_ / led2 / 2.32 / 2
global route: counter[20]$_DFF_P_ / led2 / 2.26 / 2
finish: counter[20]$_DFF_P_ / led2 / 2.34 / 2
Power and IR drop assume default switching activity.
