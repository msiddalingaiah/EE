**run.sh**
```bash
#!/bin/bash
# OpenROAD 26Q1-2900-gdf79404cd8, Yosys 0.63+post, stock flow scripts
make -C /OpenROAD-flow-scripts/flow DESIGN_CONFIG=/design/flow/config.mk WORK_HOME=/design/flow/orfs finish
```
**config.mk**
```make
export PLATFORM = sky130hd
export DESIGN_NAME = VGA
export DESIGN_NICKNAME = VGA
export VERILOG_FILES = /design/flow/design.v
export SDC_FILE = /design/flow/constraint.sdc
export NUM_CORES = 4
export LEC_CHECK = 1
export CORE_UTILIZATION = 30
```
**constraint.sdc**
```tcl
current_design VGA

set clk_period 5.7
set clk_io_pct 0.2

create_clock -name clk0 -period $clk_period [get_ports {i_Clk}]

set non_clock_inputs [all_inputs -no_clocks]
set_input_delay [expr $clk_period * $clk_io_pct] -clock clk0 $non_clock_inputs
set_output_delay [expr $clk_period * $clk_io_pct] -clock clk0 [all_outputs]
```
**design.v**
```verilog
module VGA (
    input  i_Clk,
    input  i_Switch_1,
    input  i_Switch_2,
    input  i_Switch_3,
    input  i_Switch_4,
    output o_VGA_HSync,
    output o_VGA_VSync,
    output o_VGA_Red_0,
    output o_VGA_Red_1,
    output o_VGA_Red_2,
    output o_VGA_Grn_0,
    output o_VGA_Grn_1,
    output o_VGA_Grn_2,
    output o_VGA_Blu_0,
    output o_VGA_Blu_1,
    output o_VGA_Blu_2,
    output Segment1_A,
    output Segment1_B,
    output Segment1_C,
    output Segment1_D,
    output Segment1_E,
    output Segment1_F,
    output Segment1_G,
    output Segment2_A,
    output Segment2_B,
    output Segment2_C,
    output Segment2_D,
    output Segment2_E,
    output Segment2_F,
    output Segment2_G,
    output LED_1,
    output LED_2,
    output LED_3,
    output LED_4);
    reg [23:0] led_count = 0;
    reg [3:0] left_digit, right_digit;
    wire [6:0] left_digit_segments, right_digit_segments;
    assign { LED_1, LED_2, LED_3, LED_4 } = led_count[23:20];
    assign { Segment1_A, Segment1_B, Segment1_C, Segment1_D, Segment1_E, Segment1_F, Segment1_G } = ~left_digit_segments;
    assign { Segment2_A, Segment2_B, Segment2_C, Segment2_D, Segment2_E, Segment2_F, Segment2_G } = ~right_digit_segments;
    BinaryTo7Segment bcd71(left_digit, left_digit_segments);
    BinaryTo7Segment bcd72(right_digit, right_digit_segments);
    reg [9:0] column, row;
    wire [2:0] red, green, blue;
    reg [8:0] color;
    reg [9:0] ball_x, ball_y, ball_dx, ball_dy;
    reg [9:0] paddle_left_y, paddle_right_y;
    reg [1:0] game_state;
    reg hsync, vsync;
    localparam H_ACTIVE = 10'd640;
    localparam H_FPORCH = 10'd16;
    localparam H_PULSE = 10'd96;
    localparam H_MAX = 10'd800;
    localparam V_ACTIVE = 10'd480;
    localparam V_FPORCH = 10'd10;
    localparam V_PULSE = 10'd2;
    localparam V_MAX = 10'd525;
    localparam PADDLE_HEIGHT_2 = 10'd30;
    localparam PADDLE_WIDTH = 10'd10;
    localparam BALL_SIZE_2 = 10'd3;
    localparam IDLE = 2'd0;
    localparam PLAY = 2'd1;
    initial begin
        row = 0;
        column = 0;
        color = 0;
        ball_x <= H_ACTIVE >> 1;
        ball_y <= V_ACTIVE >> 1;
        ball_dx = 1;
        ball_dy = 1;
        paddle_left_y = V_ACTIVE >> 1;
        paddle_right_y = V_ACTIVE >> 1;
        left_digit = 0;
        right_digit = 0;
        game_state = IDLE;
        hsync = 1'b1;
        vsync = 1'b1;
    end
    assign o_VGA_HSync = hsync;
    assign o_VGA_VSync = vsync;
    assign { o_VGA_Red_2, o_VGA_Red_1, o_VGA_Red_0 } = (column < H_ACTIVE && row < V_ACTIVE) ? red : 0;
    assign { o_VGA_Grn_2, o_VGA_Grn_1, o_VGA_Grn_0 } = (column < H_ACTIVE && row < V_ACTIVE) ? green : 0;
    assign { o_VGA_Blu_2, o_VGA_Blu_1, o_VGA_Blu_0  } = (column < H_ACTIVE && row < V_ACTIVE) ? blue : 0;
    assign { red, green, blue } = color;
    always @(*) begin
        color = 0;
        if ((ball_y - row < BALL_SIZE_2 || row - ball_y < BALL_SIZE_2)
                && (ball_x - column < BALL_SIZE_2 || column - ball_x < BALL_SIZE_2)) begin
            color = 9'b000111000;
        end
        if ((paddle_left_y - row < PADDLE_HEIGHT_2 || row - paddle_left_y < PADDLE_HEIGHT_2)
                && column < PADDLE_WIDTH) begin
            color = 9'b111111000;
        end
        if ((paddle_right_y - row < PADDLE_HEIGHT_2 || row - paddle_right_y < PADDLE_HEIGHT_2)
                && column > H_ACTIVE-PADDLE_WIDTH) begin
            color = 9'b000111111;
        end
    end
    always @(posedge i_Clk) begin
        column <= column + 1;
        if (column == H_MAX-1) begin
            column <= 0;
            row <= row + 1;
            if (row == V_MAX-1) begin
                row <= 0;
            end
        end
        if (column == H_ACTIVE+H_FPORCH-10'd1) hsync <= 1'b0;
        if (column == H_ACTIVE+H_FPORCH+H_PULSE-10'd1) hsync <= 1'b1;
        if (row == V_ACTIVE+V_FPORCH-10'd1) vsync <= 1'b0;
        if (row == V_ACTIVE+V_FPORCH+V_PULSE-10'd1) vsync <= 1'b1;
        led_count <= led_count + 1;
        if (led_count[16:0] == 0) begin
            if (game_state == IDLE) begin
                ball_x <= H_ACTIVE >> 1;
                ball_y <= V_ACTIVE >> 1;
                if (i_Switch_1) game_state <= PLAY;
            end
            if (game_state == PLAY) begin
                ball_x <= ball_x + ball_dx;
                ball_y <= ball_y + ball_dy;
            end
            if (ball_x == H_ACTIVE) begin
                if (ball_y - paddle_right_y < PADDLE_HEIGHT_2 || paddle_right_y - ball_y < PADDLE_HEIGHT_2) begin
                    ball_x <= H_ACTIVE-1;
                    ball_dx <= ~ball_dx + 1;
                end else begin
                    left_digit <= left_digit + 1;
                    game_state <= IDLE;
                end
            end
            if (ball_x == 0) begin
                if (ball_y - paddle_left_y < PADDLE_HEIGHT_2 || paddle_left_y - ball_y < PADDLE_HEIGHT_2) begin
                    ball_x <= 1;
                    ball_dx <= ~ball_dx + 1;
                end else begin
                    right_digit <= right_digit + 1;
                    game_state <= IDLE;
                end
            end
            if (ball_y == V_ACTIVE) begin
                ball_y <= V_ACTIVE-1;
                ball_dy <= ~ball_dy + 1;
            end
            if (ball_y == 0) begin
                ball_y <= 1;
                ball_dy <= ~ball_dy + 1;
            end
            if (i_Switch_1 && paddle_left_y > PADDLE_HEIGHT_2) paddle_left_y <= paddle_left_y - 1;
            if (i_Switch_2 && paddle_left_y < V_ACTIVE-PADDLE_HEIGHT_2) paddle_left_y <= paddle_left_y + 1;
            if (i_Switch_3 && paddle_right_y > PADDLE_HEIGHT_2) paddle_right_y <= paddle_right_y - 1;
            if (i_Switch_4 && paddle_right_y < V_ACTIVE-PADDLE_HEIGHT_2) paddle_right_y <= paddle_right_y + 1;
        end
    end
endmodule
module BinaryTo7Segment (input [3:0] bcd, output reg [6:0] segments);
    always @(*) begin
        case (bcd)
            4'b0000 : segments <= 7'h7E;
            4'b0001 : segments <= 7'h30;
            4'b0010 : segments <= 7'h6D;
            4'b0011 : segments <= 7'h79;
            4'b0100 : segments <= 7'h33;          
            4'b0101 : segments <= 7'h5B;
            4'b0110 : segments <= 7'h5F;
            4'b0111 : segments <= 7'h70;
            4'b1000 : segments <= 7'h7F;
            4'b1001 : segments <= 7'h7B;
            4'b1010 : segments <= 7'h77;
            4'b1011 : segments <= 7'h1F;
            4'b1100 : segments <= 7'h4E;
            4'b1101 : segments <= 7'h3D;
            4'b1110 : segments <= 7'h4F;
            4'b1111 : segments <= 7'h47;
        endcase
    end
endmodule
```
==> run notes <==
The synthesis and PnR run went through. Per the CTS log, the buffer count on the longest clock path is 2. Entering global routing, the biggest net connects 22 pins. Residual overflow from global routing landed at 0. In the synthesized netlist the dominant register cell turns out to be edfxtp_1.

Count of antenna-violating nets left after detailed routing landed at 0. The post-synth count of flops with an enable pin is 78. Switching power as a fraction of the total was reported as 0.420. Power density of the placed cells landed at 338 nW/um^2. The top cell types in the final layout, fill and taps aside, are 148 x ha_1, 114 x inv_1, 104 x a21oi_1. STA classifies the critical path startpoint as a register. In the log, the iteration count for the first detailed-route pass is 5.

Warnings reported by Yosys during synthesis add up to 2. The logs give a warning total of 86. First-iteration detailed-routing DRC count landed at 861. The critical path in this run is classified as reg -> out. Relative contribution of the clock network to total power landed at 0.243. Summing over every cut layer, the via total after detailed routing is 9459. Worst-case vdd ir drop landed at 274 uV.

For this run, the share of the core covered by cells in the final layout is 0.346. The post-CTS hold buffer count recorded in the log is 0. Setup repair after global routing left no endpoint under its margin. Shortest clock period the worst path allows after layout landed at 5390 ps. The tree is rooted in a clkbuf_16. Max-slew violation count landed at 0. The detailed placer reported the number of placed instances as 1822. At the floorplan stage, the core utilization is reported as 0.306. The flow ran to the end, and the final reports show no timing, DRC or antenna violations.

Detail-routed net length per standard cell landed at 15.5 um. Static leakage landed at 5.37 nW. Total negative setup slack landed at 0 ps. Largest stage delay on the critical path landed at 510 ps.

After its last routability iteration, the placer logged a weighted congestion of 0.933. Number of vias per cell landed at 5.08. Number of ports placed on the die boundary landed at 34. The die is 199 um wide. The cell sequence reported for the critical path is inv_1, ha_1, inv_1, fa_1, a211oi_2, o21bai_1, a2111oi_2, nor3_1, xor2_1, or4_1, o311a_1, a211oi_2, o31a_1, clkdlybuf4s50_1. CTS added clock buffers totalling 17. Portion of the post-synthesis area used by sequential elements landed at 0.264. Worst path required time landed at 4560 ps. Global-route track usage on met3 landed at 0.0235. First-pass GRT wire length landed at 47.0 mm. Across the run, the number of max-cap violations was 0. Total inserted antenna cells landed at 0.

Synthesized netlist cell count landed at 1312. The critical path's slowest stage uses the library cell or4_1. Overall routing resource usage landed at 0.154. Looking at the max-slew report, the worst-margin pin has a slew of 786 ps. On the critical path the data arrives at 4250 ps. Initial antenna violation count landed at 0. For this design the total switching power over the nets is 1.86 mW. Relative contribution of combinational cells to total power landed at 0.482. Count of endpoints failing hold in the final timing report landed at 0. Worst hold slack landed at 439 ps.

The H-tree was split into 4 levels. Total of fill cells in the finished design landed at 3831. CTS saw 114 sinks. TritonCTS built the clock tree. Compared with the post-synthesis result, the final layout area differs by 12.9%. The timing report gives the clock slew at the launch and capture registers of the worst setup and hold paths as 70 ps. Met2 track utilization from global routing landed at 0.229.

After detailed routing, the total wire length is 28.9 mm. Share of cells above drive strength 1 landed at 0.0770. Internal power contribution landed at 2.57 mW. After synthesis the netlist holds a flip-flop and latch count of 114.

Height of the die landed at 199 um. The worst setup path is captured at an output pin. STA reports the tightest min-delay check as being of type reg -> reg.

The highest clock rate this design can be run at is 0.185 GHz. Post-route fraction of the period consumed by the critical path landed at 0.946. Detailed placement ended at an HPWL of 22.1 mm.

Clock latency on the worst-skew pair landed at 430 ps. Largest clock skew in the final design landed at 13.7 ps. Count of buffers inserted at the top-level ports landed at 33. In the synthesized netlist the async set-or-reset flop fraction comes to 0. Sequential power share landed at 0.275.

By instance count after routing, the leading logic cell type is ha_1. In the Yosys report the total cell count is 1312. Summed instance area of the synthesized netlist landed at 11600 um^2.

In this run the mean area of a mapped cell was 8.83 um^2. In the routed design, unresolved DRC markers number 0. Area of the core landed at 37800 um^2.

The count of cells in the finished layout, fillers not included, comes to 1862. Critical-path maximum fanout landed at 4. Area figure in the yosys stat output landed at 11600 um^2. Tally of unique sky130hd cells used after synthesis landed at 89. The via count of the first global-routing pass was 8882. Global routing usage on met1 landed at 0.245. The die covers 39400 um^2. Final-report setup violation count landed at 0. The floorplan has 71 rows. Relative slew slack landed at 0.476.

The layer flagged by global routing as most heavily used is met1.
==> through the flow <==
step	setup WS [ps]	instance area (um^2)	total power, mW
finish	306	13100	4.43
detailed placement	436	12400	3.34
CTS	87.6	13000	4.44
global route	5.50	13100	4.76
floorplan	1290	11600	2.89
global placement	503	12400	3.31
==> layout make-up <==
| cell class | count | area, um^2 | area share |
|---|---|---|---|
| timing repair buffer | 56 | 503 | 0.0384 |
| tap | 511 | 639 | 0.0489 |
| sequential | 114 | 3060 | 0.234 |
| multi-input combinational | 1035 | 7870 | 0.601 |
| inverter | 114 | 428 | 0.0327 |
| clock buffer | 17 | 425 | 0.0325 |
| clock inverter | 15 | 158 | 0.0120 |
==> path summary, 6_finish.rpt <==
| check | from | depth (start not counted) | slack (ps) | end |
|---|---|---|---|---|
| hold reg to reg | led_count[0]$_DFF_P_ | 1 | 440 | led_count[0]$_DFF_P_ |
| setup / recovery | row[0]$_SDFFCE_PN0N_ | 14 | 310 | o_VGA_Grn_0 |
| setup reg to reg | ball_y[4]$_SDFFCE_PP0P_ | 11 | 1910 | ball_dx[6]$_DFFE_PP_ |
| hold / removal | led_count[0]$_DFF_P_ | 1 | 440 | led_count[0]$_DFF_P_ |
==> registers in the layout (all words and copies together) (netlist names) <==
signal          flops
led_count          24
ball_x             10
ball_y             10
column             10
paddle_left_y      10
paddle_right_y     10
row                10
ball_dx             9
ball_dy             9
left_digit          4
right_digit         4
game_state          2
hsync               1
vsync               1
==> repair_timing <==
| action | in CTS | in global routing |
|---|---|---|
| endpoints found under the setup margin | 3 | 3 |
| pin swaps | 0 | 2 |
| setup buffers | 3 | 5 |
| hold endpoints to repair | 0 | 0 |
| gates resized | 0 | 2 |
==> layer usage <==
layer | wire length [um] | share of wire
met1 | 14800 | 0.51
met2 | 12300 | 0.42
met3 | 1350 | 0.047
met4 | 544 | 0.019
met5 | 0 | 0
==> cells in the mapped netlist, drive strengths merged, types with 12 or more instances <==
master,instances,area [um^2]
a21oi,105,529
nand4,22,144
nor2,94,369
a21o,36,272
nor4,16,100
nand3,40,200
nor3,37,185
buf,15,98.9
a211oi,12,95.1
fa,16,320
clkbuf,34,138
xnor2,84,803
o21ai,62,318
nand2b,18,120
o21bai,20,150
xor2,47,419
edfxtp,78,2340
nand2,72,270
nor2b,17,106
inv,114,428
a31oi,17,106
dfxtp,36,721
ha,148,1850
==> critical path, delay by kind of cell, from the launching register on <==
family                     cells  cell delay [ps]
AOI/OAI and AO/OA              6             1350
xor gates and xnor gates       1              160
adders and majority gates      2              580
buffers and inverters          3              670
DFF                            1              450
and+or+nand+nor                2              630
==> kinds of logic (layout without fill, tap and decap cells) <==
group,after synthesis,after routing,share of synthesized area
buffers and inverters,163,202,0.0573
adders and majority gates,164,164,0.187
and+or+nand+nor,365,365,0.160
AOI/OAI and AO/OA,358,358,0.208
DFF,114,114,0.264
muxes,17,17,0.0175
xor gates and xnor gates,131,131,0.106
==> power by group through the flow <==
stage	combinational, mW	clock (mW)	sequential, mW
5_1_grt	2.41	1.13	1.23
4_1_cts	2.12	1.10	1.22
6_report	2.14	1.07	1.22
Power and IR drop assume default switching activity.
