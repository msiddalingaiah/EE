===== flow/config.mk =====
export PLATFORM = sky130hd
export DESIGN_NAME = DecodeLogic
export DESIGN_NICKNAME = DecodeLogic
export VERILOG_FILES = /design/flow/design.v
export SDC_FILE = /design/flow/constraint.sdc
export NUM_CORES = 4
export LEC_CHECK = 1
export CORE_AREA = 10 10 70 70
export DIE_AREA = 0 0 80 80

===== flow/constraint.sdc =====
current_design DecodeLogic

set clk_period 2.9
set clk_io_pct 0.2

create_clock -name clk0 -period $clk_period

set non_clock_inputs [all_inputs -no_clocks]
set_input_delay [expr $clk_period * $clk_io_pct] -clock clk0 $non_clock_inputs
set_output_delay [expr $clk_period * $clk_io_pct] -clock clk0 [all_outputs]

===== flow/design.v =====
module DecodeLogic (input wire reset, input wire [7:0] timing, input wire [7:0] opcode,
    output wire [63:0] enables);
    assign t1 = timing[0];
    assign t2 = timing[1];
    assign t3 = timing[2];
    assign t4 = timing[3];
    assign t5 = timing[4];
    assign t6 = timing[5];
	assign adc_imm = opcode == 8'h69;
	assign jmp = opcode == 8'h4c;
	assign lda_abs = opcode == 8'had;
	assign lda_imm = opcode == 8'ha9;
	assign ldx_imm = opcode == 8'ha2;
	assign ldy_imm = opcode == 8'ha0;
	assign nop = opcode == 8'hea;
	assign sta_abs = opcode == 8'h8d;
	assign enables[0] = (sta_abs&t4) | (lda_abs&t4);
	assign enables[1] = (lda_imm&t2) | (ldx_imm&t2) | (ldy_imm&t2) | (lda_abs&t5) | (adc_imm&t2);
	assign enables[2] = (adc_imm&t2);
	assign enables[3] = (lda_imm&t2) | (ldx_imm&t2) | (ldy_imm&t2) | (lda_abs&t5);
	assign enables[4] = (adc_imm&t2);
	assign enables[5] = (lda_imm&t2) | (ldx_imm&t2) | (ldy_imm&t2) | (lda_abs&t5);
	assign enables[6] = (sta_abs&t4);
	assign enables[7] = (sta_abs&t5) | (sta_abs&t4) | (lda_abs&t4) | (lda_abs&t5);
	assign enables[8] = (jmp&t3);
	assign enables[9] = (lda_imm&t2) | (lda_abs&t5) | (adc_imm&t2);
	assign enables[10] = (sta_abs&t3) | (lda_abs&t3);
	assign enables[11] = (ldx_imm&t2);
	assign enables[12] = (ldy_imm&t2);
	assign enables[13] = (nop&t1) | (lda_imm&t2) | (ldx_imm&t2) | (ldy_imm&t2) | (jmp&t3) | (sta_abs&t5) | (lda_abs&t5) | (adc_imm&t2);
	assign enables[14] = (sta_abs&t4);
endmodule

===== flow/run.sh =====
#!/bin/bash
# OpenROAD 26Q1-2900-gdf79404cd8, Yosys 0.63+post, stock flow scripts
make -C /OpenROAD-flow-scripts/flow DESIGN_CONFIG=/design/flow/config.mk WORK_HOME=/design/flow/orfs finish

==> run summary <==
Width of the chip = 80 µm
Initial antenna violation count = 0
Largest net degree at the start of global routing = 6
Wire length of the first global-routing pass = 2690 µm
Unrepaired setup endpoints after global routing = no
Sort of element at the start of the critical path = primary input
Critical path start-end classification = in2out
Final tally of max-slew violations = 0
Area Growth Syn to Fin = 39.3%
Worst hold slack = 1.92 ns
Placed Cells incl. Taps = 165
Portion of the post-synthesis area used by sequential elements = 0%
Overall die height = 80 µm
Dominant cell type by area after synthesis = sky130_fd_sc_hd__buf_4
Tally of clock buffers in the finished layout = 0
Layout Cell Area excl Fill = 843 µm²
Gate count after technology mapping = 82
Largest fanout on the critical path = 3
Number of hold-slack violations in the final timing report = 0
Critical path required time = 2.32 ns
Tool Warnings = 36
Most congested layer reported by global routing = met2
Highest clock frequency the design can meet = 0.356 GHz
Effective utilization at floorplan = 17.7%
Overall Power = 44.2 µW
Via count of the first global-routing pass = 597
Worst IR drop on VDD = 0.0000140 V
Chip Area = 6400 µm²
Count of warnings emitted by yosys = 63
Class of the worst hold path = in2out
Pre-Repair DR Iteration Count = 2
Top-area cell type share of the netlist area = 64.5%
Yosys cell types = 17
Cell types with the largest area share after synthesis = sky130_fd_sc_hd__buf_4 (64%), sky130_fd_sc_hd__nand4b_1 (4.3%), sky130_fd_sc_hd__and2_1 (4.1%)
Overall fraction of global-route tracks in use = 4.83%
Area of placed instances = 831 µm²
Number of DRC violations after detailed-routing iteration 0 = 7
Non-filler cells, final = 166
# port buffers = 28
Number of inserted diodes = 0
Worst setup timing slack at the placement stage = -0.324 ns
Run status = finished, final reports clean
Setup TNS = 0 ns
Final worst path period share = 96.7%
Synth Cell Area = 606 µm²
Layout cell share with drive strength beyond 1 = 16.7%
Static Leakage = 0.446 nW
Detailed-route vias per instance = 3.10
Ys cells = 82
Post-layout minimum cycle time = 2.81 ns
Detailed-route wire length per cell = 11.2 µm
Total power density per cell area = 52.4 nW/µm²
GR Overflow Total = 0
Fraction of the core area covered by cells at the end of the flow = 24.7%
Grt met3 use = 0.682%
Sequential standard cell area = 0 µm²
Number of top-level design ports = 81
Drt total wl = 1870 µm
Final count of negative-setup-slack endpoints = 0
Grt met2 use = 9.71%
Number of rows in the core area = 21
Core box area = 3420 µm²
Via count = 514
Arrival time at the worst endpoint = 2.23 ns
Gpl congestion = 0.778
Mean instance size in the synthesized netlist = 7.39 µm²
Count of antenna-violating nets left after detailed routing = 0
Count of flip-flops and latches = 0
HPWL after detailed placement = 1690 µm
Fin worst setup slack = 0.0944 ns
Crit end category = output port
Met1 global-route usage = 5.41%
Remaining design rule violation count = 0
Summed standard-cell area reported by yosys = 606 µm²
Max Cap Violations = 0
cell usage in the layout, fill, tap and decap left out, types with 2 or more instances in the layout:
cell | Yosys | final
sky130_fd_sc_hd__or2b_1 | 3 | 3
sky130_fd_sc_hd__nor3_1 | 2 | 2
sky130_fd_sc_hd__dlygate4sd2_1 | 0 | 11
sky130_fd_sc_hd__buf_4 | 52 | 14
sky130_fd_sc_hd__nand2b_1 | 2 | 2
sky130_fd_sc_hd__and2_1 | 4 | 4
sky130_fd_sc_hd__clkdlybuf4s50_1 | 0 | 14
sky130_fd_sc_hd__nor4_2 | 0 | 3
sky130_fd_sc_hd__conb_1 | 1 | 49
sky130_fd_sc_hd__nand4b_1 | 3 | 3
sky130_fd_sc_hd__nand4bb_1 | 2 | 2
power by group:
part	switching [mW]	leakage, nW	internal, mW	total [mW]
Sequential	0	0	0	0
Clock	0	0	0	0
Combinational	0.0195	0.446	0.0246	0.0442
Yosys cell counts:
master	n
sky130_fd_sc_hd__nand2_1	1
sky130_fd_sc_hd__nand4b_1	3
sky130_fd_sc_hd__nand3b_1	1
sky130_fd_sc_hd__nor3_1	2
sky130_fd_sc_hd__nor4_1	4
sky130_fd_sc_hd__nand2b_1	2
sky130_fd_sc_hd__buf_4	52
sky130_fd_sc_hd__nand4bb_1	2
sky130_fd_sc_hd__inv_1	1
sky130_fd_sc_hd__nor2b_1	1
sky130_fd_sc_hd__and2_1	4
sky130_fd_sc_hd__conb_1	1
sky130_fd_sc_hd__o21a_1	1
sky130_fd_sc_hd__or4b_1	2
sky130_fd_sc_hd__mux2i_1	1
sky130_fd_sc_hd__or2b_1	3
sky130_fd_sc_hd__or3b_1	1
layout make-up:
class,instances,area [µm²]
inverters,1,3.75
repair buffers,42,368
fillers,389,2570
well taps,46,57.6
multi-input cells,77,414
per-layer routing:
layer,vias to the layer above,part of all wire (%),wire length [µm]
met2,36,52,975
met4,0,0,0
met1,231,40,750
met5,-,0,0
met3,0,7.5,139
li1,247,-,-
kinds of logic after synthesis:
kind of cell / count (synthesis) / synth area share (%)
AND-OR/OR-AND: 1 / 1.24
buffers and inverters: 53 / 65.1
multiplexers: 1 / 1.65
other: 1 / 0.619
AND/OR/NAND/NOR: 26 / 31.4
path summary, 6_finish.rpt:
kind / from / end / slack (ns) / cells after the start
min: timing[4] / enables[13] / 1.92 / 5
max: opcode[1] / enables[10] / 0.09 / 8
critical path, cell delays in order:
cell and delay (ns):
sky130_fd_sc_hd__dlygate4sd2_1 0.24, sky130_fd_sc_hd__or2b_1 0.24, sky130_fd_sc_hd__buf_4 0.15, sky130_fd_sc_hd__buf_4 0.13, sky130_fd_sc_hd__nor4_2 0.15, sky130_fd_sc_hd__buf_4 0.16, sky130_fd_sc_hd__and2_1 0.11, sky130_fd_sc_hd__clkdlybuf4s50_1 0.47
timing repair:
action / CTS / global route
hold buffers: 0 / 0
gates resized: 20 / 4
buffers inserted: 2 / 0
pin swaps: 2 / 2
setup endpoints to repair: 14 / 6
Power figures rest on the tool's default switching activity, not on a simulated workload.
